`./config.mk`:
```
export PLATFORM = sky130hd
export DESIGN_NAME = seq_1011_det
export DESIGN_NICKNAME = seq_1011_det
export VERILOG_FILES = /design/flow/design.v
export SDC_FILE = /design/flow/constraint.sdc
export NUM_CORES = 4
export LEC_CHECK = 1
export CORE_AREA = 10 10 70 70
export DIE_AREA = 0 0 80 80
```
`./run.sh`:
```
#!/bin/bash
# OpenROAD 26Q1-2900-gdf79404cd8, Yosys 0.63+post, stock flow scripts
make -C /OpenROAD-flow-scripts/flow DESIGN_CONFIG=/design/flow/config.mk WORK_HOME=/design/flow/orfs finish
```
`./design.v`:
```
`timescale 1ns / 1ps
module seq_1011_det(x,clk,reset,z);
input x,clk,reset;
output reg z;
parameter S0=2'b00,S1=2'b01,S2=2'b10,S3=2'b11;
reg [1:0] PS,NS;
always@(posedge clk or posedge reset)
begin
if(reset) PS=S0;
else PS=NS;
end
always @(PS,x)
case(PS)
S0:begin 
   z<=0;
   NS<=x?S1:S0;
   end
S1:begin
   z<=0;
   NS<=x?S1:S2;
   end
S2:begin
   z<=0;
   NS<=x?S3:S2;
   end
S3:begin
   z<=x?1:0;
   NS<=x?S3:S2;
   end
default:begin
        z<=0;
        NS<=S0;
        end
  endcase
endmodule
```
`./constraint.sdc`:
```
current_design seq_1011_det

set clk_period 1.1
set clk_io_pct 0.2

create_clock -name clk0 -period $clk_period [get_ports {clk}]

set non_clock_inputs [all_inputs -no_clocks]
set_input_delay [expr $clk_period * $clk_io_pct] -clock clk0 $non_clock_inputs
set_output_delay [expr $clk_period * $clk_io_pct] -clock clk0 [all_outputs]
```
==> Changelog: implementation <==
### Changed

* Crit-path max cell delay at roughly 0.36 ns
* Die W at ~80 um
* Total die size at 6400 sq um
* WP data required at 0.88 ns
* DR iter-0 viols at 1
* Crit Path Category: flop to output pin
* Worst Setup End Kind: output pin
* CTS Buf Count at 3
* Post-Synth AOI/OAI Area at 0.106
* Antenna Nets Post-Route at 0
* DP Wirelength at about 250 um
* Number of global-route vias before repair at about 140
* Clock skew at roughly 0.0048 ns
* Slew Limit Fails at 0
* Yosys stat chip area at about 140 sq um
* Hold_buf cts at 0
* Pwr Density at around 1500 nW/um^2
* Yosys Instances at 11
* Clock sinks at 4
* Top Layout Cells: dfrtp_1, clkbuf_4, o21a_1, buf_4
* Core area at 3420 sq um
* WHS at 0.166 ns
* Number of remaining DRC errors at 0
* Data arrival time of the worst path at about 0.83 ns
* Placed Cells at 62
* Area Overhead vs Synth at 86.7%
* Synth Instances at 11
* Clk latency late pin at between 0.2 and 0.25 ns
* Max cap viols at 0
* Worst Tran Pin Value at ~0.23 ns
* 1st-pass router iterations at 2
* Layout cells sized above 1 at 0.350
* Vias after detailed routing at between 100 and 150
* Max reg flops at 4
* Max Fanout on Critical Path at 2
* Total global-route track usage at 0.0121
* Relative slew slack at 0.847
* Met2 Usage GRT at 0.0136
* CTS H-tree depth at 1
* Cell Type Count at 8
* Top logic family: simple AND/OR/NAND/NOR gates
* Ys Warns at 1
* IO Port Bufs at 3
* Post-CTS Setup Bufs at 0
* Tool warnings at 26
* Outcome: complete, no violations
* Die span in y at approximately 80 um
* Antenna fix cells at 0
* Final Hold Violating Endpoints at 0
* Area fraction in xor and xnor cells at 0
* VDD IR-drop max at about 0.00019 V
* Initial antenna violation count at 0
* Worst hold path type: input port to asynchronous set/reset pin
* Floorplan Utilization at 0.0414
* First-pass GRT wire length at between 500 and 600 um
* Fmax at roughly 0.95 GHz
* RSZ-0062 raised after global routing: true
* Met3 Use GR at 0.0148
* Crit path cell chain: and2_1, buf_2
* Clk slew on worst S/H paths at 0.04 ns
* Slowest cell on crit path: dfrtp_1
* Met1 Usage GRT at 0.0120
* Gr busiest metal: met3
* WL/cell at slightly below 5 um
* Leakage power at between 0.1 and 0.15 nW
* CP Launch Type: flop
* Simple share at 0.150
* Final setup fails at 0
* Setup TNS at 0 ns
* Crit share post-route at 0.956
* Adder Area Share at 0
* Synth Cell Area at approximately 140 sq um
* CTS Root Cell: clkbuf_4
* TritonCTS clock tree: done
* Sequential share of the synthesized area at 0.717
* Non-filler cells, final at about 66
* Congestion Overflow GR at 0
* CTS max path bufs at 2
* Syn avg cell area at approximately 13 sq um
* Num ports at 4
* Total Wirelength at between 300 and 400 um
* Gpl congestion at approximately 0.57
* Via/cell ratio at between 1.5 and 2
* Flops after synth at 4
* Site Rows at 21
* Area fraction in mux cells at 0
* Largest net degree at the start of global routing at 5
* Tmin final at about 1.1 ns
==> where the power goes <==
group	total, mW	switching, mW	internal [mW]
combinational	0.0309	0.0126	0.0183
clock	0.198	0.0620	0.136
sequential	0.158	0.00282	0.155
==> synthesized netlist by cell type (all sizes together) <==
| library cell | instances | share of area |
|---|---|---|
| and2 | 1 | 0.044 |
| dfrtp | 3 | 0.53 |
| dfstp | 1 | 0.19 |
| inv | 1 | 0.027 |
| nor2 | 1 | 0.027 |
| nor2b | 1 | 0.044 |
| nor3 | 1 | 0.035 |
| o21a | 2 | 0.11 |
==> layout make-up <==
class	count	area (sq um)
multi-input cells	6	36.3
fillers	407	3150
well taps	46	57.6
clock buffers	4	26.3
repair buffers	5	38.8
flip-flops and latches	4	101
inverters	1	3.75
==> kinds of logic after synthesis <==
group / Yosys count
AND/OR/NAND/NOR: 4
AND-OR/OR-AND: 2
flip-flops: 4
buffers and inverters: 1
==> path summary, 6_finish.rpt <==
path / depth (start not counted) / endpoint / from / slack (ns)
min in group clk0: 3 / PS[0] / x / 0.37
min reg2reg: 1 / PS[3] / PS[1] / 0.47
max in group asynchronous: 2 / PS[0] / reset / 0.71
max reg2reg: 3 / PS[1] / PS[3] / 0.18
min: 2 / PS[2] / reset / 0.17
max: 2 / z / PS[3] / 0.05
==> worst max-delay path: cells and delay by family (launching register included) <==
kind / cells / cell delay [ns]
DFF: 1 / 0.36
and+or+nand+nor: 1 / 0.13
buffers and inverters: 1 / 0.11
==> timing repair <==
action / 4_1_cts / 5_1_grt
endpoints found under the hold margin: 0 / 0
gates resized: 4 / 0
pin swaps: 1 / 0
endpoints found under the setup margin: 1 / 1
==> per-layer routing <==
metal	vias up	routed length (um)
met5	-	0
met4	0	6
met3	2	59
met2	5	128
met1	51	127
li1	52	-
==> stage by stage <==
step / cell area [sq um] / worst slack [ns] / total power [mW] / utilization
2_1_floorplan: 141 / 0.389 / 0.170 / -
3_3_place_gp: 244 / -0.399 / 0.192 / 0.0714
3_5_place_dp: 244 / -0.407 / 0.194 / 0.0714
4_1_cts: 264 / 0.0300 / 0.398 / 0.0773
5_1_grt: 264 / -0.00743 / 0.418 / 0.0773
6_report: 264 / 0.0487 / 0.387 / 0.0773
Power is estimated from default activity; no workload was simulated.
