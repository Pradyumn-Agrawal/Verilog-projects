$ cat flow/config.mk
export PLATFORM = sky130hd
export DESIGN_NAME = FSM_Traffic_Control
export DESIGN_NICKNAME = FSM_Traffic_Control
export VERILOG_FILES = /design/flow/design.v
export SDC_FILE = /design/flow/constraint.sdc
export NUM_CORES = 4
export LEC_CHECK = 1
export CORE_AREA = 10 10 71 71
export DIE_AREA = 0 0 81 81
$ cat flow/constraint.sdc
current_design FSM_Traffic_Control

set clk_period 2.3
set clk_io_pct 0.2

create_clock -name clk0 -period $clk_period [get_ports {clk}]

set non_clock_inputs [all_inputs -no_clocks]
set_input_delay [expr $clk_period * $clk_io_pct] -clock clk0 $non_clock_inputs
set_output_delay [expr $clk_period * $clk_io_pct] -clock clk0 [all_outputs]
$ cat flow/design.v
`timescale 1ns / 1ps
module FSM_Traffic_Control(input clk,
                           input rst, 
                           output reg[1:0]North_light,
                           output reg[1:0]East_light,
                           output reg[1:0]South_light,
                           output reg[1:0]West_light);
parameter RED=2'b00,
          YELLOW=2'b01,                       
          GREEN=2'b10;                               
parameter S0=3'b000,             
          S1=3'b001,             
          S2=3'b010,             
          S3=3'b011,             
          S4=3'b100,             
          S5=3'b101,             
          S6=3'b110,             
          S7=3'b111;             
parameter GREEN_TIME=10,                        
          YELLOW_TIME=4;                    
reg [2:0] state,nxt_state;
reg [3:0] timer;
always@(posedge clk or posedge rst)
begin
        if(rst) begin
        state<=S0;                 
        timer<=0;                  
        end
        else begin
        if(timer==((state[0]==0)?GREEN_TIME:YELLOW_TIME))
        begin
        state<=nxt_state;               
        timer<=0;
        end
        else 
        timer=timer+1;
        end
end
always@(*)
   case(state)
   S0: nxt_state<=S1;
   S1: nxt_state<=S2;
   S2: nxt_state<=S3;                            
   S3: nxt_state<=S4;
   S4: nxt_state<=S5;
   S5: nxt_state<=S6;
   S6: nxt_state<=S7;
   S7: nxt_state<=S0;
   default: nxt_state<=S0;
   endcase
always@(*)
begin
    North_light=RED;
    East_light=RED;
    South_light=RED;
    West_light=RED;
    case(state)
    S0: North_light=GREEN;
    S1: North_light=YELLOW;
    S2: East_light=GREEN;
    S3: East_light=YELLOW;
    S4: South_light=GREEN;                           
    S5: South_light=YELLOW;
    S6: West_light=GREEN;
    S7: West_light=YELLOW;
    endcase
end
endmodule
$ cat flow/run.sh
#!/bin/bash
# OpenROAD 26Q1-2900-gdf79404cd8, Yosys 0.63+post, stock flow scripts
make -C /OpenROAD-flow-scripts/flow DESIGN_CONFIG=/design/flow/config.mk WORK_HOME=/design/flow/orfs finish
==> results.yml <==
# generated from flow reports
outcome:
  status: "finished clean"
final_timing:
  finalClockPeriodUsage: 0.9199
  setup-tns-final_ps: 0
  finalClockSkew_ps: 0.6648
  final-setup-viol-count: 0
  max_freq_ghz: 0.4726
  slew_violations: 0
  finalHoldViolCount: 0
  slew_headroom: 0.7914
  grt_setup_unrepaired: "no"
  worst_pin_slew_ps: 312.8
  period_needed_ps: 2116
cts:
  h-tree-depth: 1
  path_clk_slew_ps: 40
  clk_latency_ps: 220
  cts_tree: "yes"
  clkSinkCount: 7
  postCtsHoldBufs: 0
  cts_buffer_depth: 2
  numCtsBuffers: 3
  cts_setup_buffers: 0
  clockRootBuffer: "clkbuf_8"
  cts_resized: 0
place:
  dpl.hpwl_um: 722.5
  gp_congestion: 0.7835
  placed_cells: 99
  dpl_cell_area_um2: 644.4
  io_buffers: 9
critical_path:
  path_buffers: 2
  critPathMaxStageDelay_ps: 510
  cpMaxStageDelayCell: "dfrtp_1"
  path_cells: "inv_1, ha_1, and2_1, clkdlybuf4s50_1"
  worstSetupPathType: "reg2out"
  start_kind: "flip-flop"
  arrival_ps: 1660
  cp_top_family: "buffers and inverters"
  cp_max_fo: 8
  end_kind: "primary output"
  critPathRequiredTime_ps: 1840
floorplanning:
  num_rows: 22
  fp.dieW_um: 81
  io-pin-count: 10
  fp-utilization: 0.1360
  coreArea_um2: 3633
  die_y_um: 81
  dieArea_um2: 6561
synth:
  syn_area_um2: 494.2
  ys_chip_area_um2: 494.2
  synth_area_per_cell_um2: 11.77
  ys_sh_adder: 0.1519
  edf_count: 0
  ff_type: "dfrtp_1"
  topCellsByArea: "dfrtp_1 35%, ha_1 15%, nand4bb_4 11%, mux2_4 6.1%, and2_1 5.1%"
  postSynthCellCount: 42
  topCombFamilyByArea: "simple AND/OR/NAND/NOR gates"
  async_flop_share: 1.000
  ys_types: 18
  yosysTopAreaCell: "dfrtp_1"
  ys_sh_xor: 0.01772
  yosys-stat-cells: 42
  ys_sh_aoi: 0.1165
  yosysWarnings: 1
  ys_ff: 7
  mux_area_frac: 0.06076
  synth_seq_share: 0.3544
  synthSimpleGateAreaFrac: 0.2684
  top_area_frac: 0.3544
routing:
  first_pass_iters: 3
  wl_per_cell_um: 9.039
  drcViolationCount: 0
  vias: 331
  antenna_cells: 0
  drt_iter0_markers: 12
  ant_nets: 0
  postRouteWirelength_um: 931
  viasPerCell: 3.214
global_route:
  grt_util_met3: 0.01782
  gr-usage-met1: 0.04027
  met2_usage: 0.03901
  top_usage_layer: "met1"
  grt_pass1_vias: 342
  grt.total_usage: 0.03010
  overflow: 0
  grt_pass1_wl_mm: 1.593
  antenna_found_initial: 0
  grt_max_degree: 10
final_layout:
  final_cells: 103
  layout_top_cell: "clkdlybuf4s50_1"
  finalInstanceArea_um2: 689.4
  mostFrequentLayoutCells: "9 x clkdlybuf4s50_1, 7 x dfrtp_1, 6 x ha_1"
  layout-drive-gt1-share: 0.1636
  area_delta_synth_final_pct: 39.49
job:
  maxCapViolations: 0
  tool_warnings: 29
power_and_ir_drop:
  p_per_area_nw_per_um2: 430.3
  p_leak_nw: 0.2699
  ir_drop_mv: 0.1128
  total_power_w: 0.0002966
worst_hold_path:
  hp-class: "in2async"
[synthesized netlist by cell type, drive strengths merged (2+ instances only)]
master,count
dfrtp,7
ha,6
and2,4
inv,4
nor2b,4
a21oi,3
mux2,2
nand4bb,2
nor2,2
[area by class of cell]
type	instances	area (um^2)
Clock buffer	4	45.04
Fill cell	406	2944
Inverter	4	15.01
Multi-Input combinational cell	31	304.0
Sequential cell	7	175.2
Tap cell	48	60.06
Timing Repair Buffer	9	90.09
[final timing paths]
| kind | startpoint | endpoint | slack (ps) | cells after the start |
|---|---|---|---|---|
| worst max register to register | state[0] | state[0] | 640 | 5 |
| worst min register to register | timer[1] | timer[3] | 590 | 1 |
| min in group clk0 | timer[1] | timer[3] | 590 | 1 |
| worst min-delay path | rst | timer[0] | 470 | 2 |
| max in group asynchronous | rst | state[1] | 1610 | 2 |
| worst max-delay path | state[0] | South_light[1] | 180 | 4 |
[worst reg2reg max path: stages, from the launching register on]
cell and delay [ps]:
dfrtp_1 510, inv_1 130, ha_1 220, and2_1 160, a211o_1 270, mux2_4 250
[through the flow]
stage          hold slack (ps)  setup slack (ps)  utilization
2_1_floorplan            263.4             760.5            -
3_3_place_gp             579.0             436.5       0.1773
3_5_place_dp             579.1             405.6       0.1773
4_1_cts                  480.0             159.1       0.1897
5_1_grt                  508.7             75.39       0.1897
6_report                 469.6             184.2       0.1897
[metal layers]
metal  up-vias  part of all wire
li1        170                 -
met5         -                 0
met3         2              0.13
met1       151              0.46
met2         8              0.40
met4         0            0.0086
[report_power, final]
group,internal (W),total (W),switching (W)
Clock,0.000120,0.000169,0.0000492
Combinational,0.00000158,0.00000412,0.00000254
Sequential,0.000124,0.000124,0
[registers in the layout, summed over array words and instances, names as in the netlist]
register and cells:
timer 4, state 3
[cell families (layout without fill, tap and decap cells)]
logic type / Yosys count / count (layout)
and+or+nand+nor: 15 / 15
DFF: 7 / 7
adders and majority gates: 6 / 6
muxes: 2 / 2
AOI/OAI and AO/OA: 7 / 7
buffers and inverters: 4 / 17
xor gates and xnor gates: 1 / 1
