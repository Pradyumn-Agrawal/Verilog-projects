**design.v**
```verilog
`timescale 1ns / 1ps
module Vending_FSM(clk,item,x,rst,refund);
input clk,rst;
input [1:0] x;                                      
output reg [3:0]item;                              
output reg refund;                                 
parameter FIVE=2'b00,TEN=2'b01,FIFTEEN=2'b10,TWENTY=2'b11;
parameter S0=3'b000,S1=3'b001,S2=3'b010,S3=3'b011,S4=3'b100, S5=3'b101;
parameter Empty=4'b0000,Candies=4'b0001,Lays=4'b0010,Beverages=4'b0100,Chocolates=4'b1000;
reg [2:0]state;
always@(posedge clk or posedge rst)
if(rst) state<=S0;                                  
else 
case(state)
S0: begin
     if(x==FIVE)
     state<=S1;                              
     else if(x==TEN)
     state<=S2;                           
     else if(x==FIFTEEN)
     state<=S3;                          
     else 
     state<=S4;                        
     end
S1:  begin
     if(x==FIVE)
     state<=S2;                          
     else if(x==TEN)
     state<=S3;                        
     else if(x==FIFTEEN)
     state<=S4;                      
     else 
     state<=S5;                     
     end
S2:  begin
     if(x==FIVE)
     state<=S3;              
     else if(x==TEN)
     state<=S4;              
     else
     state<=S5;          
     end
S3: begin
    if(x==FIVE)
    state<=S4;              
    else
    state<=S5;            
    end     
S4: begin
    state<=S5;          
    end        
S5: state<=S0;           
default: state<=S0;     
endcase
always@(state)
case(state)
S0:begin 
   item=Empty;refund=1'b0;
   end
S1:begin 
   item=Candies;refund=1'b0;
   end
S2:begin
   item=Lays;refund=1'b0;
   end
S3:begin 
   item=Beverages;refund=1'b0;
   end
S4:begin 
   item=Chocolates;refund=1'b0;
   end
S5:begin 
   item=Empty;refund=1'b1;
   end
default:begin 
        item=Empty;refund=1'b0;
        end
endcase
endmodule
```
**run.sh**
```bash
#!/bin/bash
# OpenROAD 26Q1-2900-gdf79404cd8, Yosys 0.63+post, stock flow scripts
make -C /OpenROAD-flow-scripts/flow DESIGN_CONFIG=/design/flow/config.mk WORK_HOME=/design/flow/orfs finish
```
**config.mk**
```make
export PLATFORM = sky130hd
export DESIGN_NAME = Vending_FSM
export DESIGN_NICKNAME = Vending_FSM
export VERILOG_FILES = /design/flow/design.v
export SDC_FILE = /design/flow/constraint.sdc
export NUM_CORES = 4
export LEC_CHECK = 1
export CORE_AREA = 10 10 70 70
export DIE_AREA = 0 0 80 80
```
**constraint.sdc**
```tcl
current_design Vending_FSM

set clk_period 1.2
set clk_io_pct 0.2

create_clock -name clk0 -period $clk_period [get_ports {clk}]

set non_clock_inputs [all_inputs -no_clocks]
set_input_delay [expr $clk_period * $clk_io_pct] -clock clk0 $non_clock_inputs
set_output_delay [expr $clk_period * $clk_io_pct] -clock clk0 [all_outputs]
```
==> impl_metrics.yaml <==
# flow metrics
global_routing:
  grt_pass1_vias: 221
  initial_antenna_violation_count: 0
  grt_usage: 0.0205
  grt-ovfl-total: 0
  global_route.usage.met2: 0.0297
  layer_with_the_highest_usage_after_global_routing: "met2"
  use_met1: 0.0249
  grt_pass1_wl_um: 1070
  grt_start_max_net_pins: 8
  grt.met3_usage: 0.0125
yosys:
  synth.avg_cell_area_um2: 11.4
  yosysTopAreaCell: "sky130_fd_sc_hd__dfrtp_1"
  synthCells: 24
  synth.cell_area_um2: 274
  ys_cells: 24
  synth.ff_latch_count: 6
  synth_cell_types: 14
  yosys_warnings: 1
  max_area_cell_share: 0.457
  synth-area-yosys_um2: 274
  top_cells_by_area: "sky130_fd_sc_hd__dfrtp_1, sky130_fd_sc_hd__mux2i_1, sky130_fd_sc_hd__dfstp_2"
  yosysSeqAreaShare: 0.553
clocking:
  ctsHoldBuffers: 0
  cts-htree-levels: 1
  cts_max_path_buffers: 2
  clock.latency.late_pin_ps: 240
  clock_sink_count: 6
  tritoncts_clock_tree: "done"
  clkSlewWorstSetupHoldPaths_ps: 50
  cts_root_buffer: "sky130_fd_sc_hd__clkbuf_4"
  cts_buffers: 3
die:
  io_pins: 9
  fp_util: 0.0802
  row_count: 21
  floorplan.die.width_um: 80
  coreArea_um2: 3420
  fp.dieArea_um2: 6400
  die_h_um: 80
timing:
  worst-slew-pin-transition_ps: 285
  setup-violations-final: 0
  layout_min_cycle_time_ps: 1100
  max_freq_ghz: 0.908
  hold_violations: 0
  final_report_max_slew_violation_count: 0
  grt_setup_unrepaired: "no"
  max-slew-margin-rel: 0.810
  worst_clock_skew_ps: 2.82
  final_worst_path_cycle_share: 0.918
drt:
  antennaDiodeCount: 0
  wire_per_inst_um: 7.74
  detail_route.drc_violations: 0
  number_of_vias_in_the_routed_layout: 215
  drt_pre_antenna_iters: 4
  route.detailed.vias_per_inst: 2.69
  totalWireLength_um: 619
  final_antenna_net_count: 0
  initialDrtViolationCount: 9
pwr:
  total_net_switching_power_mw: 0.0836
  power.density_cell_area_nw_per_um2: 984
  leakage_power_nw: 0.236
  seq_power_share: 0.477
  power.clock.fraction: 0.465
  combPwrFrac: 0.059
  vdd.ir_drop.worst_v: 0.000274
  power_mw: 0.426
  cell_internal_pwr_mw: 0.343
  p_sw_frac: 0.196
critical_path:
  worst_setup_start_kind: "flop"
  worstPathBufferInverterCount: 1
  timing.critical_path.slowest_cell_delay_ps: 370
  setup.worst_path.class: "flop to output pin"
  worstSetupStartpoint: "state[2]"
  worst_setup_path_end_kind: "output pin"
  worstPathRequired_ps: 960
  critPathTopFamily: "flip-flops"
  critPathArrivalTime_ps: 860
  crit_chain: "dlygate4sd2_1"
  crit_fanout: 2
  critical_path.slowest_cell: "sky130_fd_sc_hd__dfrtp_1"
  r2r_start: "state[2]"
  reg2reg_slack_ps: 130
cells_and_area:
  flow.area_growth_from_synthesis_pct: 58.0
  final_layout_size_suffix_gt1_frac: 0.235
  largestRegisters: "state: 6 flops"
  registers.top_by_ff_count: "state"
  mostFrequentLayoutCells: "sky130_fd_sc_hd__dlygate4sd2_1, sky130_fd_sc_hd__dfrtp_1, sky130_fd_sc_hd__mux2i_1, sky130_fd_sc_hd__buf_4, sky130_fd_sc_hd__clkbuf_4"
  largest_register_ff_count: 6
  final_core_util: 0.127
run:
  timing.max_cap.violations: 0
  openroad.warnings: 25
outcome:
  run_status: "finished clean"
placed_design:
  globalplace.congestion: 0.785
  buffer_ports.inserted: 8
min_path:
  worstHoldPathType: "primary input to asynchronous set/reset pin"
path summary, 6_finish.rpt:
check / endpoint / cells past startpoint
min in group clk0: state[3] / 2
max in group asynchronous: state[0] / 2
min: state[4] / 2
max: item[1] / 1
min reg2reg: state[0] / 0
max reg2reg: state[4] / 3
synth_stat cells:
cell / instances
sky130_fd_sc_hd__dfrtp_1: 5
sky130_fd_sc_hd__clkbuf_1: 4
sky130_fd_sc_hd__mux2i_1: 4
sky130_fd_sc_hd__a211o_1: 1
sky130_fd_sc_hd__a21o_1: 1
sky130_fd_sc_hd__buf_2: 1
sky130_fd_sc_hd__buf_6: 1
sky130_fd_sc_hd__dfstp_2: 1
sky130_fd_sc_hd__inv_1: 1
sky130_fd_sc_hd__nand3b_1: 1
sky130_fd_sc_hd__nor2_1: 1
sky130_fd_sc_hd__nor3b_1: 1
sky130_fd_sc_hd__o21a_1: 1
sky130_fd_sc_hd__o21ai_0: 1
kinds of logic (layout without fill, tap and decap cells):
logic type,count (synthesis),after routing,synth area share
AOI/OAI and AO/OA,4,4,0.105
and+or+nand+nor,3,3,0.0685
buffers and inverters,7,17,0.128
DFF,6,6,0.553
muxes,4,4,0.146
layer usage:
metal | vias up | share of wire | wire (um)
met5 | - | 0 | 0
met2 | 12 | 0.47 | 294
li1 | 100 | - | -
met3 | 0 | 0.11 | 69
met4 | 0 | 0 | 0
met1 | 103 | 0.41 | 254
cell type report:
class | count | area [um^2]
Fill cell | 399 | 2980
Sequential cell | 6 | 151
Timing Repair Buffer | 12 | 106
Multi-Input combinational cell | 11 | 87.6
Tap cell | 46 | 57.6
Clock buffer | 4 | 26.3
Inverter | 1 | 3.75
per-stage QoR:
step	TNS, ps	area [um^2]	hold WS (ps)	setup slack, ps	instances
after detailed placement	-700	388	361	-244	73
after floorplan	0	274	30.2	278	24
after global placement	-676	388	366	-241	73
final	0	433	211	99.0	80
after global routing	0	433	222	48.8	80
after CTS	0	430	214	18.3	80
what timing repair did:
action	4_1_cts	5_1_grt
resized	5	1
buffers inserted	3	0
gates cloned	0	0
setup endpoints to repair	5	2
power by group through the flow:
stage	sequential [mW]	clock [mW]	combinational [mW]
4_1_cts	0.203	0.212	0.0259
5_1_grt	0.203	0.222	0.0279
6_report	0.203	0.198	0.0251
Power and IR drop assume default switching activity.
